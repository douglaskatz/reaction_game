--- ./config.mk ---
export PLATFORM = sky130hd
export DESIGN_NAME = REACTION_GAME
export DESIGN_NICKNAME = REACTION_GAME
export VERILOG_FILES = /design/flow/design.v
export SDC_FILE = /design/flow/constraint.sdc
export NUM_CORES = 4
export LEC_CHECK = 1
export CORE_AREA = 10 10 150 150
export DIE_AREA = 0 0 160 160
--- ./constraint.sdc ---
current_design REACTION_GAME

set clk_period 13.8
set clk_io_pct 0.2

create_clock -name clk0 -period $clk_period [get_ports {CLOCK_50_B5B}]

set non_clock_inputs [all_inputs -no_clocks]
set_input_delay [expr $clk_period * $clk_io_pct] -clock clk0 $non_clock_inputs
set_output_delay [expr $clk_period * $clk_io_pct] -clock clk0 [all_outputs]
--- ./design.v ---
module REACTION_GAME(
      output             ADC_CONVST,
      output             ADC_SCK,
      output             ADC_SDI,
      input              ADC_SDO,
      input              AUD_ADCDAT,
      inout              AUD_ADCLRCK,
      inout              AUD_BCLK,
      output             AUD_DACDAT,
      inout              AUD_DACLRCK,
      output             AUD_XCK,
      input              CLOCK_125_p,  
      input              CLOCK_50_B5B,  
      input              CLOCK_50_B6A,
      input              CLOCK_50_B7A,  
      input              CLOCK_50_B8A,
      input              CPU_RESET_n,  
      output      [6:0]  HEX2,
      output      [6:0]  HEX3,		
      output             HDMI_TX_CLK,
      output      [23:0] HDMI_TX_D,
      output             HDMI_TX_DE,
      output             HDMI_TX_HS,
      input              HDMI_TX_INT,
      output             HDMI_TX_VS,
      output      [6:0]  HEX0,
      output      [6:0]  HEX1,
      input              HSMC_CLKIN0,
      input       [2:1]  HSMC_CLKIN_n,
      input       [2:1]  HSMC_CLKIN_p,
      output             HSMC_CLKOUT0,
      output      [2:1]  HSMC_CLKOUT_n,
      output      [2:1]  HSMC_CLKOUT_p,
      inout       [3:0]  HSMC_D,
      inout       [16:0] HSMC_RX_n,
      inout       [16:0] HSMC_RX_p,
      inout       [16:0] HSMC_TX_n,
      inout       [16:0] HSMC_TX_p,
      output             I2C_SCL,
      inout              I2C_SDA,
      input       [3:0]  KEY,
      output      [7:0]  LEDG,
      output      [9:0]  LEDR,
      output             SD_CLK,
      inout              SD_CMD,
      inout       [3:0]  SD_DAT,
      output      [17:0] SRAM_A,
      output             SRAM_CE_n,
      inout       [15:0] SRAM_D,
      output             SRAM_LB_n,
      output             SRAM_OE_n,
      output             SRAM_UB_n,
      output             SRAM_WE_n,
      input       [9:0]  SW,
      input              UART_RX,
      output             UART_TX
);
logic reset;
logic clk;
logic       usecMax;    
logic       msecMax;    
logic       secMax;     
logic       tenSecMax;  
logic [9:0] msec;  
logic [9:0] sec;   
logic       counterReset;  
logic       counterEn;     
assign clk = CLOCK_50_B5B;  
assign reset = ~SW[0];  
assign button = ~KEY[0];  
REACTION_GAME_MCOUNTER #(6'd50,3'd6) nsecCounter(
.reset(reset | counterReset),
.clk(clk),
.en(counterEn),
.count(),
.max(usecMax)
);
REACTION_GAME_MCOUNTER usecCounter(
.reset(reset | counterReset),
.clk(clk),
.en(usecMax),
.count(),
.max(msecMax)
);
REACTION_GAME_MCOUNTER msecCounter(
.reset(reset | counterReset),
.clk(clk),
.en(msecMax),
.count(msec),
.max(secMax)
);
REACTION_GAME_MCOUNTER #(4'd10,3'd4) secCounter(
.reset(reset | counterReset),
.clk(clk),
.en(secMax),
.count(sec),
.max(tenSecMax)
);
logic [3:0] secDigit;      
logic       secDigitEn;    
logic [3:0] dsecDigit;     
logic       dsecDigitEn;    
logic [3:0] csecDigit;     
logic       csecDigitEn;    
logic [3:0] msecDigit;     
logic       msecDigitEn;    
enum int unsigned { STATE_RESET = 0, STATE_COUNTDOWN = 2, STATE_COUNTUP = 4, STATE_RESULT = 8, STATE_FALSE = 16} state, next_state;
always_comb begin
	counterReset = 0;
	counterEn    = 0;
	case(state)
		STATE_RESET: begin
			secDigit    = 4'd0;
			secDigitEn  = 1;
			dsecDigit   = 4'd0;
			dsecDigitEn = 1;
			csecDigit   = 4'd0;
			csecDigitEn = 1;
			msecDigit   = 4'd0;
			msecDigitEn = 1;
		end
		STATE_COUNTDOWN: begin
			secDigit     = 4'd10 - sec;
			secDigitEn   = 1;
			dsecDigit     = 4'd0;
			dsecDigitEn  = 0;
			csecDigit     = 4'd0;
			csecDigitEn  = 0;
			msecDigit     = 4'd0;
			msecDigitEn  = 0;
			counterEn   = 1;
		end
		STATE_COUNTUP: begin
			secDigit    = 4'd0;
			secDigitEn  = 1;
			dsecDigit   = 4'd0;
			dsecDigitEn = 0;
			csecDigit   = 4'd0;
			csecDigitEn = 0;
			msecDigit   = 4'd0;
			msecDigitEn = 0;
			counterEn   = 1;
		end
		STATE_RESULT: begin
			secDigit    = sec;
			secDigitEn  = 1;
			dsecDigit   = msec / 8'd100;
			dsecDigitEn = 1;
			csecDigit   = (msec % 8'd100) / 4'd10;
			csecDigitEn = 1;
			msecDigit   = msec % 4'd10;
			msecDigitEn = 1;
			counterEn   = 0;
		end
		STATE_FALSE: begin
			secDigit    = 4'hf;
			secDigitEn  = 1;
			dsecDigit   = 4'hf;
			dsecDigitEn = 1;
			csecDigit   = 4'hf;
			csecDigitEn = 1;
			msecDigit   = 4'hf;
			msecDigitEn = 1;
		end
		default: begin
			secDigit    = 4'd0;
			secDigitEn  = 1;
			dsecDigit   = 4'd0;
			dsecDigitEn = 1;
			csecDigit   = 4'd0;
			csecDigitEn = 1;
			msecDigit   = 4'd0;
			msecDigitEn = 1;
			counterReset = 1;
		end
	endcase
end
always_comb begin
	case(state)
		STATE_RESET:begin
			if(reset)
				next_state = STATE_RESET;
			else
				next_state = STATE_COUNTDOWN;
		end
		STATE_COUNTDOWN: begin
			if(button)
				next_state = STATE_FALSE;
			else begin
				if(tenSecMax)
					next_state = STATE_COUNTUP;
				else
					next_state = STATE_COUNTDOWN;
			end
		end
		STATE_COUNTUP: begin
			if(button)
				next_state = STATE_RESULT;
			else begin
				if(tenSecMax) 
					next_state = STATE_RESULT;
				else
					next_state = STATE_COUNTUP;
			end
		end
		STATE_RESULT: begin
			next_state = STATE_RESULT;
		end
		STATE_FALSE: begin
			next_state = STATE_FALSE;
		end
		default:
			next_state = STATE_RESET;
	endcase
end
always_ff@(posedge clk) begin
	if(reset)
		state <= STATE_RESET;
	else
		state <= next_state;
end
REACTION_GAME_DIGIT2HEX d2h0 (
.digit(msecDigit),
.en(msecDigitEn),
.hex(HEX0)
);
REACTION_GAME_DIGIT2HEX d2h1 (
.digit(csecDigit),
.en(csecDigitEn),
.hex(HEX1)
);
REACTION_GAME_DIGIT2HEX d2h2 (
.digit(dsecDigit),
.en(dsecDigitEn),
.hex(HEX2)
);
REACTION_GAME_DIGIT2HEX d2h3 (
.digit(secDigit),
.en(secDigitEn),
.hex(HEX3)
);
endmodule
module REACTION_GAME_DIGIT2HEX(
	input logic   [3:0]   digit,  
	input logic           en,     
	output logic  [6:0]   hex     
);
always_comb begin
	if(en) begin
		case(digit)
		4'h0: hex = 7'b1000000;
		4'h1: hex = 7'b1111001;
		4'h2: hex = 7'b0100100;
		4'h3: hex = 7'b0110000;
		4'h4: hex = 7'b0011001;
		4'h5: hex = 7'b0010010;
		4'h6: hex = 7'b0000010;
		4'h7: hex = 7'b1111000;
		4'h8: hex = 7'b0000000;
		4'h9: hex = 7'b0010000;
		4'ha: hex = 7'b0001000;
		4'hb: hex = 7'b0000011;
		4'hc: hex = 7'b1000110;
		4'hd: hex = 7'b0100001;
		4'he: hex = 7'b0000110;
		4'hf: hex = 7'b0001110;
		default: hex = 7'b1111111;
		endcase
	end else begin
		hex = 7'b1111111;
	end
end
endmodule
module REACTION_GAME_MCOUNTER
#(
	parameter maxCount = 10'd1000,        
	parameter bitWidth = 4'd10
)
(
	input logic                 reset,
	input logic                 clk,
	input logic                 en,
	output logic [bitWidth-1:0] count,
	output logic                max
);
	always @(posedge clk) begin
		if(reset) begin
			count <= 0;
			max <= 0;
		end else begin
			if(en) begin
				if(count == maxCount-1) begin
					count <= 0;
					max <= 1;
				end else begin
					count <= count + 1;
					max <= 0;
				end
			end else begin
				count <= count;
				max <= 0;
			end
		end
	end
endmodule
--- ./run.sh ---
#!/bin/bash
# OpenROAD 26Q1-2900-gdf79404cd8, Yosys 0.63+post, stock flow scripts
make -C /OpenROAD-flow-scripts/flow DESIGN_CONFIG=/design/flow/config.mk WORK_HOME=/design/flow/orfs finish
==> results_dict.tcl <==
# flow metrics
set metrics [dict create \
    final_layout_size_suffix_gt1_frac 0.08223 \
    io_buffer_count 30 \
    holdBufCountCts 0 \
    post_cts_resized 0 \
    logic_family "AND-OR/OR-AND gates" \
    final_max_slew_viol_count 0 \
    die_area_um2 25600 \
    top_cells_by_area "dfxtp_1, buf_4, ha_1" \
    synth-xor-area-share 0.05000 \
    synthMuxAreaShare 0.03088 \
    grt_max_degree 29 \
    max_freq_mhz 119.0 \
    hpwl_um 9873 \
    setup-violations-final 0 \
    cts_made_buffers 5 \
    ios 236 \
    p_per_area_nw_per_um2 49.30 \
    cp.arrival_ns 5.65 \
    yosysCellCount 747 \
    die_width_um 160 \
    period_needed_ns 8.407 \
    worst_pin_slew_ns 0.9171 \
    slew_headroom 0.3849 \
    aoi_share 0.2590 \
    drt_iter0_markers 304 \
    power.total_mw 0.2842 \
    crit_fanout 26 \
    path_clk_slew_ns 0.06 \
    crit_required_ns 11.04 \
    cap_viol_max_count 0 \
    setup_tns_ns 0 \
    fin_skew_ns 0.006279 \
    grt_pass1_wl_um 21740 \
    top_area_frac 0.1438 \
    synth_area_um2 5430 \
    area_growth_syn_to_layout_pct 6.175 \
    dr.pass1.iters 5 \
    syn_area_per_cell_um2 7.269 \
    warning_count 175 \
    power_leakage_nw 2.144 \
    vias 4852 \
    hp-class "flop to flop" \
    postCtsSetupBuffers 0 \
    fa_ha_area_frac 0.08065 \
    period_used_share 0.6092 \
    via_per_inst 4.762 \
    final_hold_viol_count 0 \
    status "finished, final reports clean" \
    ys_sh_simple 0.2548 \
    ff_type "dfxtp_1" \
    seq_area_frac_synth 0.1438 \
    clockBufferDepth 2 \
    cts_sinks 39 \
    core_area_um2 19400 \
    crit_path_end_kind "primary output" \
    initial_utilization 0.2799 \
    ys_area_um2 5430 \
    critPathLaunch "msecCounter.count[9]$_SDFFE_PP0P_" \
    hold_start "usecCounter.count[9]$_SDFFE_PP0P_" \
    cp-start-kind "flop" \
    ys.flops 39 \
    place_congestion 0.9103 \
    grtUsageTotal 0.09458 \
    wire_per_inst_um 12.51 \
    ctsHtreeMaxLevel 2 \
    die_h_um 160 \
    grt-ovfl-total 0 \
    grt_pass1_vias 4548 \
    netlist_instances 747 \
    drc 0 \
    async_flop_share 0 \
    synth-edff-count 0 \
    synth_cell_types 94 \
    timing.rr.start "msecCounter.count[9]$_SDFFE_PP0P_" \
    ant_nets 0 \
    ff2ff_setup_slack_ns 11.48 \
    antenna_found_initial 0 \
    rsz0062_at_grt "false" \
    rows 51 \
    vdd_ir_drop_max_mv 0.04351 \
    yosys_warnings 89 \
    clock.latency.late_pin_ns 0.28 \
    yosysTopAreaCell "dfxtp_1" \
    antenna_cells 0 \
    untimed_endpoints 97 \
    crit_type "flop to primary output" \
    cts-root-buf "clkbuf_16" \
    cts_tree "yes" \
    drt_wl_total_um 12750 \
]
==> layout by cell type, fill, tap and decap left out, types with 5 or more instances in the layout <==
cell type        count
nand4_1             12
xnor2_1             19
o211ai_1             9
nand2_1             72
clkbuf_16            5
inv_1               35
o21ai_0             32
or2_2                7
nor3_1              14
dfxtp_1             39
nor2_1              75
o21ai_1              8
a211oi_1            14
nand3_1             18
xor2_1              12
or3_1                8
and3_1               9
nor3b_1              6
buf_4               11
nand2b_1            13
ha_1                35
clkdlybuf4s50_1     30
a31oi_1              8
nand4b_1             5
nor2b_1              6
o22ai_1              5
a21oi_1             44
mux2i_1             12
conb_1              82
==> stage by stage <==
stage                       util  cell area, um2  std cells  setup slack, ns  hold WS [ns]
after floorplan                -            5734        828            7.245        0.4384
after global placement    0.2897            5620       1011            5.743        0.4835
after detailed placement  0.2897            5620       1011            5.778        0.4834
after CTS                 0.2972            5766       1019            5.454        0.4924
after global routing      0.2972            5766       1019            4.902        0.5342
final                     0.2972            5766       1019            5.393        0.4844
==> sequential cells by signal, summed over array words and instances (netlist names) <==
name and cells:
msecCounter.count 10, usecCounter.count 10, nsecCounter.count 6, state 5, secCounter.count 4, msecCounter.max 1, nsecCounter.max 1, secCounter.max 1
usecCounter.max 1
==> report_power, final <==
group          leakage [nW]  internal (mW)  switching [mW]  total, mW
clock                0.0658         0.0665          0.0445      0.111
sequential            0.315          0.114        0.000989      0.115
combinational          1.76         0.0298          0.0289     0.0587
==> metal layers <==
layer / vias to the layer above / track usage / wire, um
li1: 2504 / - / -
met1: 2223 / 0.1416 / 6529
met2: 117 / 0.1511 / 5788
met3: 8 / 0.008094 / 368
met4: 0 / 0.007095 / 61
met5: - / 0 / 0
==> cell usage after synthesis, types with 11 or more instances <==
master	instances
a211oi_1	14
a21oi_1	44
buf_2	11
buf_4	88
clkbuf_1	20
dfxtp_1	39
ha_1	35
inv_1	35
mux2i_1	12
nand2_1	72
nand2b_1	13
nand3_1	18
nand4_1	12
nor2_1	75
nor3_1	14
o21ai_0	32
xnor2_1	19
xor2_1	12
==> critical path: stages, from the launching register on <==
cell	delay, ns
dfxtp_1	0.82
a21boi_0	0.26
o211a_1	0.29
o211ai_1	0.26
nor4b_2	0.41
o21a_1	0.53
nor2_4	0.07
o2111a_1	0.32
a211oi_1	0.24
o221ai_1	0.14
a211o_1	0.31
a21oi_1	0.42
inv_2	0.08
ha_1	0.26
o21ai_1	0.16
a21oi_1	0.05
or3_1	0.32
clkdlybuf4s50_1	0.44
==> path summary, 6_finish.rpt <==
kind / to / cells after the start
max reg2reg: msecCounter.count[6]$_SDFFE_PP0P_ / 4
max: HEX1[3] / 17
min reg2reg: usecCounter.max$_SDFF_PP0_ / 2
min: usecCounter.max$_SDFF_PP0_ / 2
==> layout make-up <==
class | count | area, um2
multi-input cells | 628 | 3983
repair buffers | 41 | 382.9
inverters | 38 | 142.6
fillers | 2125 | 13630
clock buffers | 5 | 125.1
clock inverters | 3 | 20.02
flip-flops and latches | 39 | 780.7
well taps | 265 | 331.6
==> cell families (layout without fill, tap and decap cells) <==
family	after synthesis	count (layout)
AND-OR/OR-AND	192	192
XOR/XNOR	31	31
adder cells (fa/ha/maj)	35	35
buffers and inverters	161	87
flip-flops	39	39
multiplexers	16	16
other	1	82
AND/OR/NAND/NOR	272	272
Power figures rest on the tool's default switching activity, not on a simulated workload.
